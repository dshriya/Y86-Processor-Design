==> flow/design.v <==
`timescale 1ns / 1ps
module memory_reg( input CLK, input [2:0] E_status, input [3:0] E_icode, input [3:0] E_rA, input [3:0] E_rB, input [63:0] E_valC, input [63:0] E_valP, input [63:0] E_valA, input [63:0] E_valB, input E_Cnd, input [63:0] E_valE, output reg [2:0] m_status, output reg [3:0] m_icode, output reg [3:0] m_rA, output reg [3:0] m_rB, output reg [63:0] m_valC, output reg [63:0] m_valP, output reg [63:0] m_valA, output reg [63:0] m_valB, output reg m_Cnd, output reg [63:0] m_valE);
always@(posedge CLK)
begin
m_status <= E_status;
m_icode <= E_icode;
m_rA <= E_rA;
m_rB <= E_rB;
m_valC <= E_valC;
m_valP <= E_valP;
m_valA <= E_valA;
m_valB <= E_valB;
m_Cnd <= E_Cnd;
m_valE <= E_valE;
end
endmodule
==> flow/run.sh <==
#!/bin/bash
# OpenROAD 26Q1-2900-gdf79404cd8, Yosys 0.63+post, stock flow scripts
make -C /OpenROAD-flow-scripts/flow DESIGN_CONFIG=/design/flow/config.mk WORK_HOME=/design/flow/orfs finish
==> flow/config.mk <==
export PLATFORM = sky130hd
export DESIGN_NAME = memory_reg
export DESIGN_NICKNAME = memory_reg
export VERILOG_FILES = /design/flow/design.v
export SDC_FILE = /design/flow/constraint.sdc
export NUM_CORES = 4
export LEC_CHECK = 1
export CORE_AREA = 10 10 263 263
export DIE_AREA = 0 0 273 273
==> flow/constraint.sdc <==
current_design memory_reg

set clk_period 1.0
set clk_io_pct 0.2

create_clock -name clk0 -period $clk_period [get_ports {CLK}]

set non_clock_inputs [all_inputs -no_clocks]
set_input_delay [expr $clk_period * $clk_io_pct] -clock clk0 $non_clock_inputs
set_output_delay [expr $clk_period * $clk_io_pct] -clock clk0 [all_outputs]
==> flow_summary.yaml <==
# synthesis and place-and-route metrics
worst_setup_path:
  slowest_stage: "dfxtp_2"
  crit_type: "reg -> out"
  worstSetupStartpointType: "flop"
  endpoint_kind: "output pin"
  worstPathCellList: "buf_2"
  path_buffers: 1
  crit_required_ns: 0.80
  max_stage_delay_ns: 0.32
  crit_family: "flip-flops"
  cp.arrival_ns: 0.95
  critPathMaxFanout: 1
grt:
  grt_overflow: 0
  grt_pass1_wl_um: 41600
  grt_start_max_net_pins: 16
  antenna_found_initial: 2
  grt_pass1_vias: 5684
  grt_use_total_pct: 7.65
final_timing:
  rsz0062_at_grt: "yes"
  setup_viol: 336
  hold_viol_final: 0
  worstMarginPinSlew_ns: 0.169
  fmax_ghz: 0.866
  min_period_over_period_pct: 115
  maxSlewHeadroom_pct: 88.7
  slew_viol_final: 0
  fin_crit_ns: 1.15
  worst_slack_ns: -0.155
logic_synthesis:
  netlist_instances: 336
  top_area_cell: "dfxtp_1"
  avgSynthCellArea_um2: 20.0
  yosys_area_um2: 6730
  ys.flops: 336
  edf_count: 0
  top_area_share_pct: 100
  async_flop_share_pct: 0
  synth_cell_types: 1
  synth_seq_share_pct: 100
  ys_cells: 336
  synthTopCellsByCount: "dfxtp_1 (336)"
  top_cells_by_area: "dfxtp_1 (100%)"
  most_common_cell: "dfxtp_1"
  yosysWarningCount: 1
  ff_type: "dfxtp_1"
  synth_area_um2: 6730
place:
  place_congestion: 0.892
  post-dp-hpwl_um: 24700
  pre_cts_slack_ns: -0.0298
  port_buffers: 672
power:
  ir_drop_v: 0.00117
  powerDensity_nw_per_um2: 2080
  leakage_nw: 6.06
  finalPower_mw: 29.3
floorplan:
  die_area_um2: 74500
  num_rows: 92
  fp.dieW_um: 273
  die.size.y_um: 273
  pin_count: 673
  initCoreUtil_pct: 10.6
  core-area_um2: 63200
worst_hold_path:
  worstHoldEndpoint: "m_valB[49]"
  worstHoldStart: "E_valB[49]"
  min_delay_path_depth: 1
  hold_path_class: "in -> reg"
final_layout:
  utilization_pct: 22.3
  comb_cells: 0
  areaGrowthSynthToFinish_pct: 110
  fillCellCount: 6667
  drive_gt1_share_pct: 42.6
  comb_area_um2: 0
route:
  drc_errors: 0
  drtIter0Drc: 151
  wl_per_cell_um: 15.8
  wl_um: 30300
  antenna_cells: 0
  dr.pass1.iters: 4
  viasPerCell: 2.69
  num_vias: 5163
  drtAntennaViolNets: 0
status:
  failed_checks: "negative setup slack"
  status: "finished with violations"
job:
  maxCapViolations: 0
  warnings: 27
clock_tree:
  htree_levels: 2
  cts-root-buf: "clkbuf_16"
  cts_hold_buf: 0
  cts.sinks: 336
  cts_tree: "done"
  cts_buffer_depth: 3
  cts_buffers: 36
  clkTransAtPathRegs_ns: 0.06
  cts_setup_buffers: 0
[sequential cells by signal (all words and copies together), names as in the netlist]
register and count:
m_Cnd 1, m_icode 4, m_rA 4, m_rB 4, m_status 3, m_valA 64, m_valB 64, m_valC 64
m_valE 64, m_valP 64
[metrics by stage]
step / std cells / area (µm²) / TNS (ns) / hold slack [ns]
after floorplan: 336 / 6730 / 0 / 0.228
after global placement: 1857 / 14500 / -0.0761 / 0.649
after detailed placement: 1857 / 14500 / -0.0383 / 0.652
after CTS: 1916 / 14100 / -61.86 / 0.0437
after global routing: 1916 / 14100 / -62.47 / 0.0633
final: 1916 / 14100 / -41.48 / 0.104
[placed cells by master (no fill, tap or decap)]
cell type / count
buf_2: 331
buf_4: 3
buf_6: 5
bufinv_16: 3
clkbuf_1: 9
clkbuf_16: 37
clkbuf_8: 4
clkdlybuf4s50_1: 336
clkinv_2: 2
clkinv_4: 1
clkinvlp_4: 1
dfxtp_1: 269
dfxtp_2: 67
inv_6: 2
[how the worst max path moves through the flow]
stage	slack, ns	depth (start not counted)	startpoint	to
after CTS	-0.22	1	m_valA[46]	m_valA[46]
after global routing	-0.22	1	m_valA[46]	m_valA[46]
final	-0.15	1	m_valE[52]	m_valE[52]
[per-layer routing]
| metal | part of all wire (%) | global-route usage (%) |
|---|---|---|
| met4 | 2.9 | 1.98 |
| met3 | 15 | 4.78 |
| met2 | 50 | 13.2 |
| met5 | 0.059 | 0 |
| met1 | 32 | 7.58 |
[power by group]
part	switching [mW]	leakage [nW]	total [mW]	internal, mW
Clock	5.13	0.559	13.0	7.85
Combinational	0.433	2.66	2.03	1.59
Sequential	0.154	2.84	14.3	14.1
Total	5.72	6.06	29.3	23.6
[cell type report]
| type | count | area, µm² | area share, % |
|---|---|---|---|
| Tap cell | 846 | 1060 | 7.50 |
| Clock inverter | 9 | 134 | 0.948 |
| Timing Repair Buffer | 675 | 5100 | 36.1 |
| Clock buffer | 50 | 1010 | 7.19 |
| Sequential cell | 336 | 6810 | 48.2 |
[cell families after synthesis]
logic type	count (synthesis)	synth area share [%]
flops	336	100
[repair_timing]
action | CTS | global route
cloned | 0 | 0
gates resized | 1142 | 34
setup endpoints to repair | 336 | 336
pin swaps | 0 | 0
No activity file was given, so power comes from the tool's default toggle rates.
