==> flow/design.v <==
`timescale 1ns / 1ps
module execute_reg( input CLK, input [2:0] D_status, input [3:0] D_icode, input [3:0] D_ifun, input [3:0] D_rA, input [3:0] D_rB, input [63:0] D_valC, input [63:0] D_valP, input [63:0] D_valA, input [63:0] D_valB, output reg [2:0]  e_status, output reg [3:0]  e_icode, output reg [3:0]  e_ifun, output reg [3:0]  e_rA, output reg [3:0]  e_rB, output reg [63:0] e_valC, output reg [63:0] e_valP, output reg [63:0] e_valA, output reg [63:0] e_valB);
always@(posedge CLK)
begin
e_icode <= D_icode;
e_rB <= D_rB;
e_valA <= D_valA;
e_ifun <= D_ifun;
e_valB <= D_valB;
e_valC <= D_valC;
e_status <= D_status;
e_valP <= D_valP;
e_rA <= D_rA;
end
endmodule
==> flow/run.sh <==
#!/bin/bash
# OpenROAD 26Q1-2900-gdf79404cd8, Yosys 0.63+post, stock flow scripts
make -C /OpenROAD-flow-scripts/flow DESIGN_CONFIG=/design/flow/config.mk WORK_HOME=/design/flow/orfs finish
==> flow/config.mk <==
export PLATFORM = sky130hd
export DESIGN_NAME = execute_reg
export DESIGN_NICKNAME = execute_reg
export VERILOG_FILES = /design/flow/design.v
export SDC_FILE = /design/flow/constraint.sdc
export NUM_CORES = 4
export LEC_CHECK = 1
export CORE_AREA = 10 10 217 217
export DIE_AREA = 0 0 227 227
==> flow/constraint.sdc <==
current_design execute_reg

set clk_period 1.0
set clk_io_pct 0.2

create_clock -name clk0 -period $clk_period [get_ports {CLK}]

set non_clock_inputs [all_inputs -no_clocks]
set_input_delay [expr $clk_period * $clk_io_pct] -clock clk0 $non_clock_inputs
set_output_delay [expr $clk_period * $clk_io_pct] -clock clk0 [all_outputs]
==> flow_metrics.tcl <==
# flow metrics
set metrics [dict create \
    outcome "complete, but fails checks" \
    violations "negative setup slack" \
    drt-total-wl_um 24400 \
    holdWs_ps 84.1 \
    comb_cells 0 \
    n_antenna_cell 0 \
    ctsHtreeMaxLevel 1 \
    post-dp-hpwl_um 20400 \
    cts_tree "built" \
    critical_path.max_stage_delay_ps 390 \
    crit_type "flip-flop to output pin" \
    rsz0062_at_grt "yes" \
    die_h_um 227 \
    fin_area_sq_um 11400 \
    tightest_slew_ps 183 \
    ys_ff 275 \
    cts_setup_buffers 0 \
    tool_warnings 27 \
    hp-class "primary input to flip-flop" \
    wl_per_cell_um 17.2 \
    max_freq_mhz 806 \
    placed_area_sq_um 11700 \
    synth_xor_xnor_area_share_pct 0 \
    cts_sinks 275 \
    ys_cells 275 \
    simple_gate_area_share_pct 0 \
    io_pins 551 \
    track_usage_pct 8.62 \
    clock_tree.root_cell "clkbuf_16" \
    power.density_nw_per_um2 2080 \
    dp_slack_ps -236 \
    avgViaCountPerCell 3.00 \
    setup_violations 275 \
    die-area_sq_um 51500 \
    fp_util_pct 13.1 \
    p_leak_nw 4.96 \
    met3_length_um 3590 \
    drt_iter0_drc 80 \
    mostFrequentLayoutCell "clkdlybuf4s50_1" \
    crit_path_end_kind "output pin" \
    yosysWarnings 1 \
    yosys.stat.seqShare_pct 100 \
    crit_path_start_kind "flip-flop" \
    wl_met2_um 12400 \
    core_area_sq_um 42100 \
    finalCriticalPeriod_ps 1240 \
    mux_share_pct 0 \
    grt_pass1_vias 4479 \
    dr_total_vias 4241 \
    topRoutingLayerUsed "met5" \
    drive_gt1_share_pct 41.1 \
    vdd_drop_max_v 0.00149 \
    gr-total-overflow 0 \
    hold_viol 0 \
    critPathSlowestCell "dfxtp_4" \
    numCtsBuffers 29 \
    synth_cell_types 1 \
    grt_max_degree 15 \
    ys_chip_area_sq_um 5510 \
    clock_path_buffers 3 \
    io_buffers 550 \
    slew_viol_final 0 \
    cap_violations 0 \
    logic_area_sq_um 0 \
    netlist_instances 275 \
    die_x_um 227 \
    grt_pass1_wl_um 32100 \
    syn-cell-area_sq_um 5510 \
    setup_ws_ps -241 \
    power_w 0.0237 \
    critical_path.max_fanout 1 \
    rows 75 \
    cp_num_buf_inv 1 \
    antenna_found_initial 3 \
    syn_area_per_cell_sq_um 20.0 \
    critPathArrivalTime_ps 1040 \
    area_growth_pct 106 \
    finalCritPeriodShare_pct 124 \
    first_pass_iters 4 \
    ant_nets 0 \
    place.gp.congestion 0.845 \
    maxSlewHeadroom_pct 87.8 \
    worstPathRequired_ps 800 \
    tns_ps -40390 \
    mostFrequentLayoutCells "clkdlybuf4s50_1, buf_2, dfxtp_1, dfxtp_2, clkbuf_16" \
    drc 0 \
    worst_path_dominant_cell_family "flip-flops" \
    fa_ha_area_share_pct 0 \
    clkTransAtPathRegs_ps 60 \
    synthAoiAreaFrac_pct 0 \
    wl_met1_um 7750 \
    path_cells "buf_6" \
]
## power by group
group / internal [W] / switching (W) / leakage, nW
logic: 0.00131 / 0.000341 / 2.18
clock network: 0.00620 / 0.00414 / 0.465
registers: 0.0116 / 0.000130 / 2.32
total: 0.0191 / 0.00461 / 4.96
## cells in the mapped netlist
cell       n  area (sq um)
dfxtp_1  275          5510
## per-layer routing
layer,vias to the layer above,track usage [%]
li1,2015,-
met1,1878,8.77
met2,304,15.2
met3,40,4.72
met4,4,2.02
met5,-,0
## through the flow
step | std cells | utilization (%)
after detailed placement | 1364 | 27.7
after floorplan | 275 | -
after global routing | 1414 | 27.0
final | 1414 | 27.0
after global placement | 1364 | 27.7
after CTS | 1414 | 26.9
## what timing repair did
item                                    CTS  global route
gates resized                           939            14
cloned                                    0             0
endpoints found under the setup margin  275           275
hold buffers                              0             0
## registers in the layout (all words and copies together) (netlist names)
name      flops
e_valA       64
e_valB       64
e_valC       64
e_valP       64
e_icode       4
e_ifun        4
e_rA          4
e_rB          4
e_status      3
## worst paths after layout
| path | startpoint | end | slack (ps) | cells past startpoint |
|---|---|---|---|---|
| max | e_valP[51]$_DFF_P_ | e_valP[51] | -240 | 1 |
| min | D_valC[37] | e_valC[37]$_DFF_P_ | 80 | 1 |
## cell families (layout without fill, tap and decap cells)
logic type / after synthesis / in the layout
buffers and inverters: 0 / 600
flip-flops: 275 / 275
## area by class of cell
type	instances	area, sq um
timing repair buffer	550	4190
fill	4355	30800
sequential	275	5560
tap	539	674
clock buffer	42	865
clock inverter	8	75.1
Power and IR drop assume default switching activity.
