===== /design/flow/design.v =====
`timescale 1ns / 1ps
module wb_reg( input clk,M_Cnd, input [2:0] M_status, input [3:0] M_icode,M_rA,M_rB, input [63:0] M_valC,M_valP,M_valA,M_valB,M_valE,M_valM, output reg [2:0] w_status,output reg [3:0] w_icode,w_rA,w_rB,output reg [63:0]w_valC,w_valP,w_valA,w_valB,output reg w_Cnd,output reg [63:0]w_valE,w_valM );  
  always@(posedge clk)
  begin
    w_status    =   M_status;
    w_icode   =   M_icode;
    w_rA      =   M_rA;
    w_rB      =   M_rB;
    w_valA    =   M_valA;
    w_valB    =   M_valB;
    w_valC    =   M_valC;
    w_valE    =   M_valE;
    w_valM    =   M_valM;
    w_valP    =   M_valP;
    w_Cnd     =   M_Cnd;
  end
endmodule

===== /design/flow/run.sh =====
#!/bin/bash
# OpenROAD 26Q1-2900-gdf79404cd8, Yosys 0.63+post, stock flow scripts
make -C /OpenROAD-flow-scripts/flow DESIGN_CONFIG=/design/flow/config.mk WORK_HOME=/design/flow/orfs finish

===== /design/flow/config.mk =====
export PLATFORM = sky130hd
export DESIGN_NAME = wb_reg
export DESIGN_NICKNAME = wb_reg
export VERILOG_FILES = /design/flow/design.v
export SDC_FILE = /design/flow/constraint.sdc
export NUM_CORES = 4
export LEC_CHECK = 1
export CORE_AREA = 10 10 311 311
export DIE_AREA = 0 0 321 321

===== /design/flow/constraint.sdc =====
current_design wb_reg

set clk_period 1.0
set clk_io_pct 0.2

create_clock -name clk0 -period $clk_period [get_ports {clk}]

set non_clock_inputs [all_inputs -no_clocks]
set_input_delay [expr $clk_period * $clk_io_pct] -clock clk0 $non_clock_inputs
set_output_delay [expr $clk_period * $clk_io_pct] -clock clk0 [all_outputs]

==> flow_summary_export.csv <==
group,metric,value,unit
sta,whs,0.0580,ns
sta,drv_slew,0,
worst_setup_path,crit_buf_inv,1,
sta,tns,-75.60,ns
cells_and_area,area_growth,139,%
worst_setup_path,slowest_delay,0.33,ns
run_status,status,"complete, but fails checks",
placement,post-dp-hpwl,38500,um
detailed_routing,drtPass1Iterations,4,
sta,setup_violations,400,
detailed_routing,drc,0,
worst_setup_path,crit_fanout,1,
logic_synthesis,synth_top_area_share,100,%
worst_setup_path,setup.worst_path.start_class,"flop",
worst_setup_path,required,0.80,ns
cells_and_area,layout-drive-gt1-share,40.4,%
worst_setup_path,cp_slowest_cell,"dfxtp_2",
worst_setup_path,endpoint_kind,"primary output",
clocking,clkSinkCount,400,
floorplan,coreArea,90000,um2
sta,rsz0062_at_grt,"yes",
global_route,grt_pass1_wl,64600,um
clocking,numCtsBuffers,47,
logic_synthesis,syn_area,8010,um2
detailed_routing,dr.max_layer_used,"met5",
floorplan,initCoreUtil,8.90,%
detailed_routing,dr_wl_met3,7170,um
cells_and_area,multiInputCombCellCount,0,
worst_setup_path,worstSetupPathType,"flop to primary output",
floorplan,die_h,321,um
logic_synthesis,top_area_cell,"dfxtp_1",
sta,finalClockPeriodUsage,124,%
worst_setup_path,crit_chain,"buf_2",
detailed_routing,wirelength_met1,16900,um
placement,portBuffers,800,
hold_path,hold_path.class,"input port to flop",
global_route,first_global_vias,8100,
detailed_routing,drtIter0Drc,226,
logic_synthesis,ys_seq_elements,400,
detailed_routing,vias,7207,
placement,gp_congestion,0.893,
clocking,clockRootBuffer,"clkbuf_16",
floorplan,die-area,103000,um2
global_route,antenna_found_initial,27,
logic_synthesis,syn_area_per_cell,20.0,um2
sta,fin_ws,-0.237,ns
run_status,violations,"negative setup slack",
logic_synthesis,ys_cells,400,
logic_synthesis,ys_seq_share,100,%
hold_path,hold_start,"M_valM[13]",
sta,worst_pin_slew,0.234,ns
floorplan,num_rows,110,
logic_synthesis,syn_inst,400,
detailed_routing,viasPerCell,2.73,
logic_synthesis,ys_chip_area,8010,um2
hold_path,hold-path-cell-count,1,
worst_setup_path,cp_top_family,"flip-flops",
global_route,grt_max_degree,13,
logic_synthesis,ys_warn_count,1,
global_route,grt_usage,8.95,%
power_and_ir_drop,ir_worst_vdd,0.00159,V
flow_run,warnings,27,
detailed_routing,wl,47800,um
logic_synthesis,top_cells_by_area,"dfxtp_1 100%",
flow_run,cap_viol_max_count,0,
floorplan,fp.dieW,321,um
sta,fin_crit,1.24,ns
clocking,cts_buffer_depth,3,
clocking,cts_tree,"built",
detailed_routing,met2_length,22000,um
clocking,h-tree-depth,2,
power_and_ir_drop,powerDensity,1970,nW/um2
cells_and_area,logic_area,0,um2
sta,final_hold_viol_count,0,
power_and_ir_drop,p_leak,8.09,nW
sta,maxSlewHeadroom,84.3,%
clocking,clkTransAtPathRegs,0.06,ns
floorplan,io_pins,801,
detailed_routing,ant_nets,0,
hold_path,min_to,"w_valM[13]$_DFF_P_",
global_route,overflow,0,
detailed_routing,wire_per_inst,18.1,um
sta,timing.fmax,809,MHz
logic_synthesis,synth_cell_types,1,
worst_setup_path,crit_arrival,1.04,ns
[worst max-delay path by stage]
stage	slack, ns	from	end	depth (start not counted)
5_1_grt	-0.29	w_valC[9]$_DFF_P_	w_valC[9]	1
6_report	-0.24	w_valE[42]$_DFF_P_	w_valE[42]	1
4_1_cts	-0.31	w_valC[9]$_DFF_P_	w_valC[9]	1
[routing by layer]
layer / global-route usage [%] / up-vias
met3: 5.49 / 87
met4: 2.52 / 20
met2: 14.1 / 543
li1: - / 3307
met5: 0 / -
met1: 10.0 / 3250
[cell usage in the layout, fill, tap and decap left out]
master / count
buf_12: 1
buf_2: 379
buf_4: 10
buf_6: 21
bufinv_16: 4
clkbuf_1: 6
clkbuf_16: 49
clkbuf_8: 8
clkdlybuf4s50_1: 400
clkinv_2: 6
clkinv_4: 2
clkinvlp_4: 2
dfxtp_1: 294
dfxtp_2: 106
diode_2: 2
dlygate4sd3_1: 169
inv_6: 1
inv_8: 1
[area by class of cell]
class,count,area (um2)
Antenna cell,2,5.00
Tap cell,1176,1470
Sequential cell,400,8140
Timing Repair Buffer,980,7920
Clock inverter,16,203
Clock buffer,63,1360
Fill cell,9592,70900
[cell families after synthesis]
kind of cell,count (synthesis),share of synthesized area (%)
flops,400,100
[what timing repair did]
item | CTS | global route
gates resized | 1423 | 39
endpoints found under the hold margin | 169 | 0
hold buffers | 169 | 0
buffers inserted | 0 | 0
endpoints found under the setup margin | 400 | 400
[power by group]
group          switching, W  internal (W)
Clock               0.00681        0.0105
Combinational      0.000836       0.00240
Sequential         0.000210        0.0168
[state kept, by name, summed over array words and instances, names as in the netlist]
name      cells
w_valC       64
w_valP       64
w_valB       64
w_Cnd         1
w_status      3
w_rA          4
w_valM       64
w_valE       64
w_rB          4
w_valA       64
w_icode       4
[stage by stage]
stage                     instance area, um2  utilization, %  cells  setup WS [ns]  total power, W
after global placement                 17600            19.5   2387        -0.0762          0.0208
after CTS                              19000            21.1   2635         -0.312          0.0384
after detailed placement               17600            19.5   2387        -0.0818          0.0209
final                                  19100            21.2   2637         -0.237          0.0376
after floorplan                         8010               -    400          0.538          0.0171
after global routing                   19100            21.2   2635         -0.295          0.0392
[synthesized netlist by cell type]
| library cell | instances |
|---|---|
| dfxtp_1 | 400 |
No activity file was given, so power comes from the tool's default toggle rates.
